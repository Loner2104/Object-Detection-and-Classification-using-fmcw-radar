<file path="/design/flow/design.v">
`timescale 1ns / 1ps
module tlast_generator (
    input  wire clk,
    input  wire en,
    output reg  tlast
);
    reg [6:0] count;   
    always @(posedge clk) begin
        if (en) begin
            if (count == 127) begin
                count <= 0;
                tlast <= 1;
            end else begin
                count <= count + 1;
                tlast <= 0;
            end
        end else begin
            tlast <= 0;
        end
    end
endmodule
</file>
<file path="/design/flow/run.sh">
#!/bin/bash
# OpenROAD 26Q1-2900-gdf79404cd8, Yosys 0.63+post, stock flow scripts
make -C /OpenROAD-flow-scripts/flow DESIGN_CONFIG=/design/flow/config.mk WORK_HOME=/design/flow/orfs finish
</file>
<file path="/design/flow/config.mk">
export PLATFORM = sky130hd
export DESIGN_NAME = tlast_generator
export DESIGN_NICKNAME = tlast_generator
export VERILOG_FILES = /design/flow/design.v
export SDC_FILE = /design/flow/constraint.sdc
export NUM_CORES = 4
export LEC_CHECK = 1
export CORE_AREA = 10 10 70 70
export DIE_AREA = 0 0 80 80
export SYNTH_HDL_FRONTEND = slang
</file>
<file path="/design/flow/constraint.sdc">
current_design tlast_generator

set clk_period 1.5
set clk_io_pct 0.2

create_clock -name clk0 -period $clk_period [get_ports {clk}]

set non_clock_inputs [all_inputs -no_clocks]
set_input_delay [expr $clk_period * $clk_io_pct] -clock clk0 $non_clock_inputs
set_output_delay [expr $clk_period * $clk_io_pct] -clock clk0 [all_outputs]
</file>
==> run notes <==
Here are the numbers from the latest Yosys + OpenROAD run.

The flow ran to the end, and the final reports show no timing, DRC or antenna violations. The final estimated routing congestion in global placement is 0.7265. Setup repair after global routing left no endpoint under its margin. The worst-case clock buffer depth came out at 2. The worst-case IR drop observed on VDD is 0.0004426 V. The tree built by TritonCTS fans out to 8 sinks. The commonest non-fill, non-tap cell in the layout is edfxtp_1. The insertion delay of the later-clocked pin in the worst-skew pair is 250 ps.

The number of iterations in the first detailed-routing pass is 2. The remaining global-route overflow is 0. For the pin with the worst max-slew slack, the measured transition is 341.1 ps. The critical-path cell with the highest stage delay is edfxtp_1.

The total antenna diodes in the routed design came out at 0. During placement, the flow inserted port buffers numbering 2. The arrival time at the worst endpoint is 1370 ps. The total of cells resized after clock tree synthesis came out at 0. STA classifies the critical path endpoint as a register. The remaining routing DRC violations came out at 0.

Across all setup checks in the final design, the least slack found is 131.4 ps. The die area is 0.006400 mm². The total vias in the final route came out at 217. Endpoints with negative setup slack in the final report add up to 0. After detailed routing, the average wire length per cell comes to 7.177 µm. The layout-stage area growth over the synthesis result is 29.23%. The power report puts the leakage power at 0.1464 nW. The fraction of the yosys area taken by sequential cells is 0.6479.

The tree is rooted in a clkbuf_4. The timing report gives the worst reg2reg path a setup slack of 130 ps. The post-CTS setup buffer count is 0.

The final number of max-transition violations is 0. Buffers inserted during clock tree synthesis total 3. The type of the tightest min-delay check is reg -> reg. Of all nets on the critical path, the largest fanout is 5. Total power normalized to cell area comes to 1098 mW/mm².

The startpoint identified for the worst register-to-register timing path is count[0]$_SDFFCE_PN0P_. The number of synthesized register bits came out at 8. The count of final hold-check violations came out at 0. The horizontal die dimension came out at 80 µm.

The relative slew slack is 0.7719. The depth of the worst register-to-register path is 4. Per the post-route antenna check, the number of violating nets is 0.

The detailed-route vias per instance is 2.747. Counting every instance in the synthesized netlist gives 27. The first-pass GRT wire length came out at 966 µm. The floorplan has 21 rows. The delay contributed by the slowest stage of the critical path came out at 390 ps. The I/O pin count came out at 3.

The sum of negative setup slack is 0 ps. Traced cell by cell, the critical path runs through ha_1, nand3_1, nor2_2, nor2_1. The average footprint of a synthesized cell is 13.16 µm². The die extent in y is 80 µm. The first-iteration detailed-routing DRC count is 5. The number of violations of the max-capacitance limit came out at 0. The data required time at the worst endpoint is 1500 ps. The termination of the worst setup path is count[3]$_SDFFCE_PN0P_. The via count of the first global-routing pass is 252. Counting both buffers and inverters, the worst setup path holds a total of 0.

The worst setup timing slack at the placement stage is 116.4 ps. For reference, the critical path is launched at count[0]$_SDFFCE_PN0P_. The final cycle utilization of the critical path came out at 0.9124. Per the cell usage report, the commonest logic cells after layout are edfxtp_1 (7), xor2_1 (3), nor2_1 (3), clkbuf_4 (3). The overall global routing resource usage came out at 0.01801. The endpoint identified for the worst register-to-register timing path is count[3]$_SDFFCE_PN0P_.

Looking at the clock tree report, the H-tree level count equals 1. The timing report lists the critical path depth as 4 cells. The core region is 0.003416 mm².

The warning count from the yosys run is 0. The worst clock skew on the final layout is 5.859 ps. In the final layout, the share of cells above drive strength 1 is 0.1818. According to the dpl log, the detail-placed design has an HPWL of 424.2 µm. The yosys synthesis chip area is 355.3 µm². The worst setup path is launched from a register.

TritonCTS built the clock tree. The count of distinct cell types in the synthesized netlist is 15. The largest net degree at the start of global routing came out at 9. Among cell families on the critical path, the largest total delay comes from simple AND/OR/NAND/NOR gates. The initial antenna violation count is 0. The cts-stage hold buffer count is 0. The count of tool warnings is 25. The total length of routed wires is 567 µm.

The time the final worst path needs with I/O delays and setup is 1369 ps. Looking at the setup timing report, the critical path kind is reg -> reg. The effective utilization at floorplan came out at 0.1040. The synthesized netlist was found by Yosys to have 27 cells.

The combined area of all synthesized cells came out at 355.3 µm². The peak clock frequency supported by timing came out at 730.7 MHz. On the worst setup and hold paths after CTS, the clock-pin slew comes to 60 ps.
## stage by stage
stage | power, mW | area (µm²) | instances | util | hold WS, ps
after detailed placement | 0.3357 | 432.9 | 75 | 0.1267 | 592.3
final | 0.5041 | 459.2 | 79 | 0.1344 | 606.0
after global placement | 0.3308 | 432.9 | 75 | 0.1267 | 589.5
after global routing | 0.5263 | 459.2 | 79 | 0.1344 | 632.7
after CTS | 0.5135 | 459.2 | 79 | 0.1344 | 604.7
after floorplan | 0.3187 | 355.3 | 27 | - | 412.5
## synth_stat cells
master / count / share of area
dfxtp_1: 1 / 0.056
nor2_2: 1 / 0.018
nand3_1: 2 / 0.028
nand2_1: 2 / 0.021
nand3_2: 1 / 0.028
nor2b_1: 1 / 0.018
a21oi_2: 1 / 0.025
xor2_1: 3 / 0.074
or3_1: 1 / 0.018
and2_1: 1 / 0.018
edfxtp_1: 7 / 0.59
o21ai_0: 1 / 0.014
ha_1: 1 / 0.035
nor2_1: 3 / 0.032
xnor2_1: 1 / 0.025
## routing by layer
layer | share of wire | track usage | vias to the layer above
met3 | 0.053 | 0.006818 | 2
met4 | 0.023 | 0.01761 | 0
met1 | 0.42 | 0.01985 | 104
met2 | 0.51 | 0.02568 | 4
met5 | 0 | 0 | -
li1 | - | - | 107
## kinds of logic (layout without fill, tap and decap cells)
family          Yosys count  after routing  share of synthesized area
compound gates            2              2                    0.03872
xor+xnor                  4              4                    0.09861
fa+ha+maj                 1              1                    0.03521
buf+inv                   0              6                          0
flops                     8              8                     0.6479
simple gates             12             12                     0.1796
## flip-flops by register name, indices dropped and copies added (netlist names)
register	cells
count	7
tlast	1
## power breakdown
part	internal, mW	leakage (nW)	switching [mW]	total, mW
combinational	0.0212	0.0548	0.0223	0.0435
sequential	0.270	0.0766	0.0185	0.288
clock	0.102	0.0150	0.0706	0.172
total	0.393	0.146	0.111	0.504
## layout make-up
type                            count  area [µm²]
Clock buffer                        4       26.28
Multi-Input combinational cell     19       125.1
Fill cell                         394        2957
Timing Repair Buffer                2       20.02
Tap cell                           46       57.56
Sequential cell                     8       230.2
## worst min path at each step
stage | startpoint | end | cells past startpoint
4_1_cts | count[6]$_SDFFCE_PN0P_ | count[6]$_SDFFCE_PN0P_ | 1
6_report | count[6]$_SDFFCE_PN0P_ | count[6]$_SDFFCE_PN0P_ | 1
5_1_grt | count[6]$_SDFFCE_PN0P_ | count[6]$_SDFFCE_PN0P_ | 1
Power figures rest on the tool's default switching activity, not on a simulated workload.
