**run.sh**
```bash
#!/bin/bash
# OpenROAD 26Q1-2900-gdf79404cd8, Yosys 0.63+post, stock flow scripts
make -C /OpenROAD-flow-scripts/flow DESIGN_CONFIG=/design/flow/config.mk WORK_HOME=/design/flow/orfs finish
```
**config.mk**
```make
export PLATFORM = sky130hd
export DESIGN_NAME = pingpong_fft_controller
export DESIGN_NICKNAME = pingpong_fft_controller
export VERILOG_FILES = /design/flow/design.v
export SDC_FILE = /design/flow/constraint.sdc
export NUM_CORES = 4
export LEC_CHECK = 1
export CORE_UTILIZATION = 30
export SYNTH_HDL_FRONTEND = slang
```
**constraint.sdc**
```tcl
current_design pingpong_fft_controller

set clk_period 4.7
set clk_io_pct 0.2

create_clock -name clk0 -period $clk_period [get_ports {clk}]

set non_clock_inputs [all_inputs -no_clocks]
set_input_delay [expr $clk_period * $clk_io_pct] -clock clk0 $non_clock_inputs
set_output_delay [expr $clk_period * $clk_io_pct] -clock clk0 [all_outputs]
```
**design.v**
```verilog
`timescale 1ns / 1ps
module pingpong_fft_controller (
    input  wire        clk,
    input  wire        rst,
    input  wire [31:0] fft_data_in,
    input  wire        fft_data_valid,
    output reg  [14:0] bram_addra,
    output reg  [31:0] bram_dina,
    output reg         bram_wea,
    output reg         bram_ena,
    input  wire [31:0] bram_douta,
    output reg  [14:0] bram_addrb,
    output reg  [31:0] bram_dinb,
    output reg         bram_web,
    output reg         bram_enb,
    input  wire [31:0] bram_doutb,
    output reg  [31:0] fft_doppler_input,
    output reg         fft_doppler_valid,
    output reg         fft_doppler_last      
);
    localparam RESET       = 2'd0;
    localparam FILL_FIRST  = 2'd1;
    localparam ACTIVE      = 2'd2;
    reg [1:0]  state;
    reg        active_write_buf;   
    reg        active_read_buf;    
    reg [15:0] wr_counter;
    reg [6:0]  col;
    reg [7:0]  row;
    always @(posedge clk or posedge rst) begin
        if (rst) begin
            state             <= RESET;
            active_write_buf  <= 0;
            active_read_buf   <= 1;
            wr_counter        <= 0;
            col               <= 0;
            row               <= 0;
            fft_doppler_valid <= 0;
            fft_doppler_last  <= 0;
            bram_wea <= 0; bram_ena <= 0; bram_addra <= 0; bram_dina <= 0;
            bram_web <= 0; bram_enb <= 0; bram_addrb <= 0; bram_dinb <= 0;
        end else begin
            fft_doppler_valid <= 0;
            fft_doppler_last  <= 0;
            case (state)
                RESET: begin
                    if (fft_data_valid) begin
                        state      <= FILL_FIRST;
                        wr_counter <= 0;
                    end
                end
                FILL_FIRST: begin
                    if (fft_data_valid) begin
                        bram_addra <= wr_counter;
                        bram_dina  <= fft_data_in;
                        bram_wea   <= 1;
                        bram_ena   <= 1;
                        wr_counter <= wr_counter + 1;
                        if (wr_counter == 32767) begin
                            wr_counter        <= 0;
                            active_write_buf  <= 1;
                            active_read_buf   <= 0;
                            state             <= ACTIVE;
                            col               <= 0;
                            row               <= 0;
                        end
                    end else begin
                        bram_wea <= 0;
                        bram_ena <= 0;
                    end
                end
                ACTIVE: begin
                    if (fft_data_valid) begin
                        wr_counter <= wr_counter + 1;
                        if (active_write_buf == 0) begin
                            bram_addra <= wr_counter;
                            bram_dina  <= fft_data_in;
                            bram_wea   <= 1;
                            bram_ena   <= 1;
                            bram_web   <= 0;
                            bram_enb   <= 0;
                        end else begin
                            bram_addrb <= wr_counter;
                            bram_dinb  <= fft_data_in;
                            bram_web   <= 1;
                            bram_enb   <= 1;
                            bram_wea   <= 0;
                            bram_ena   <= 0;
                        end
                        if (wr_counter == 32767) begin
                            wr_counter       <= 0;
                            active_write_buf <= ~active_write_buf;
                            active_read_buf  <= ~active_read_buf;
                            col              <= 0;
                            row              <= 0;
                        end
                    end else begin
                        bram_wea <= 0; bram_web <= 0;
                        bram_ena <= 0; bram_enb <= 0;
                    end
                    fft_doppler_valid <= 1;
                    fft_doppler_last  <= (row == 8'd255);   
                    if (active_read_buf == 0) begin
                        bram_addra <= col + row * 128;
                        bram_ena   <= 1;
                        fft_doppler_input <= bram_douta;
                    end else begin
                        bram_addrb <= col + row * 128;
                        bram_enb   <= 1;
                        fft_doppler_input <= bram_doutb;
                    end
                    if (row == 8'd255 && col == 7'd127) begin
                        row <= 0;
                        col <= 0;
                        fft_doppler_valid <= 0;
                        fft_doppler_last  <= 0;
                    end else if (row == 8'd255) begin
                        row <= 0;
                        col <= col + 1;
                    end else begin
                        row <= row + 1;
                    end
                end
            endcase
        end
    end
endmodule
```
==> results.json <==
{
  "synth_area_per_cell_sq_um": 12.8,
  "grt.total_usage_pct": 14.9,
  "p_leak_uw": 0.00430,
  "synth_cells": 558,
  "io_buffer_count": 230,
  "fill_cells": 2174,
  "worstSetupPathType": "input port to flop",
  "critPathLaunchType": "input port",
  "crit_chain": "clkdlybuf4s50_1, nor2b_1, a21oi_1, a21o_1, a211o_1",
  "grt_pass1_wl_mm": 27.5,
  "synth-seq-area-share_pct": 61.0,
  "grt_pass1_vias": 5107,
  "async_flop_share_pct": 81.0,
  "period_used_pct": 53.3,
  "required_ns": 5.01,
  "wl_met2_mm": 7.77,
  "r2r_start": "active_read_buf",
  "peakVddDrop_v": 0.000207,
  "min_delay_path_depth": 2,
  "hp-start": "bram_addra[13]",
  "crit_fanout": 11,
  "num_io_pins": 231,
  "std_cell_rows": 56,
  "synth_cell_type_count": 43,
  "final_layout_size_suffix_gt1_share_pct": 19.0,
  "edf_count": 32,
  "via_count": 5076,
  "wl_met3_mm": 1.61,
  "rrSetupSlack_ns": 2.34,
  "slew_headroom_pct": 49.0,
  "fin_util_pct": 44.7,
  "overflow": 0,
  "top_layer_used": "met4",
  "chip_area_sq_um": 24500,
  "synth_flop_count": 168,
  "dr.pass1.iters": 4,
  "endpoint_kind": "flop",
  "status": "finished clean",
  "finalSetupTns_ns": 0,
  "cts_buffers": 17,
  "cts_setup_buffers": 0,
  "r2r.worst_path.cells": 5,
  "holdPathEnd": "bram_addra[13]",
  "hold_viol_final": 0,
  "swShare_pct": 22.8,
  "slew_viol_final": 0,
  "worstSkewPairLatency_ns": 0.42,
  "drv_cap": 0,
  "cts_tree": "built",
  "syn-cell-area_sq_um": 7160,
  "clock.fmax_mhz": 399,
  "rr_endpoint": "bram_addra[5]",
  "wl_per_cell_um": 15.3,
  "ant_nets": 0,
  "core_region_area_sq_um": 23400,
  "final.min_clock_period_ns": 2.50,
  "grt_start_max_net_pins": 113,
  "areaGrowthSynthToFinish_pct": 46.2,
  "gp_congestion": 0.805,
  "ff_type": "dfrtp_1",
  "path_clk_slew_ns": 0.07,
  "p_switching_uw": 792,
  "setup_viol": 0,
  "max_stage_delay_ns": 0.69,
  "intPower_uw": 2670,
  "postCtsHoldBufs": 0,
  "p_comb_share_pct": 10.1,
  "arrival_ns": 2.81,
  "fin_worst_skew_ns": 0.0113,
  "wirelength_mm": 17.1,
  "yosys_warnings": 0,
  "p_seq_share_pct": 47.2,
  "cts.sinks": 168,
  "cts_buffer_depth": 2,
  "fp_util_pct": 30.6,
  "ys_area_sq_um": 7160,
  "ys_cells": 558,
  "hold_path_class": "flop to flop",
  "warnings": 27,
  "clkPwrFrac_pct": 42.8,
  "die_w_um": 156,
  "layout_top_cells": "clkdlybuf4s50_1 (230), dfrtp_1 (134), mux2_2 (98)",
  "rsz0062_at_grt": "false",
  "postCtsResizedCells": 0,
  "cts_root_buf": "clkbuf_16",
  "viasPerCell": 4.53,
  "antenna_cells": 0,
  "die_height_um": 156,
  "drc": 0,
  "drtIter0Drc": 238,
  "worst_slew_pin_slew_ns": 0.766,
  "dp_hpwl_mm": 11.7,
  "crit_slowest_cell": "clkdlybuf4s50_1",
  "lay_top_count": "clkdlybuf4s50_1",
  "powerDensity_nw_per_um2": 331,
  "antenna_found_initial": 0,
  "htree_num_levels": 4,
  "wl_met1_mm": 7.56
}
-- synth_stat cells (2+ instances only) --
cell type / n / area share, %
a22o_1: 2 / 0.24
inv_1: 8 / 0.42
edfxtp_1: 32 / 13
a21o_1: 2 / 0.21
xor2_1: 2 / 0.24
o21ai_0: 30 / 2.1
nand2_1: 39 / 2.0
o31ai_1: 7 / 0.73
mux2i_1: 29 / 4.1
nor3_1: 8 / 0.56
nand2b_1: 2 / 0.17
a211o_1: 4 / 0.49
a21oi_1: 20 / 1.4
clkbuf_1: 23 / 1.2
nor2b_1: 5 / 0.44
nand3_1: 16 / 1.1
buf_2: 2 / 0.14
dfrtp_1: 134 / 47
xnor2_1: 13 / 1.6
nor2_1: 46 / 2.4
buf_1: 2 / 0.10
nor3b_1: 2 / 0.21
nand4_1: 6 / 0.52
dfstp_2: 2 / 0.73
and2_1: 2 / 0.17
ha_1: 3 / 0.52
and3_1: 3 / 0.26
o31a_1: 2 / 0.24
mux2_2: 98 / 15
-- critical path: cells and delay by family --
family          cells  cell delay [ns]
compound gates      3             0.80
buf+inv             1             0.69
simple gates        1             0.37
-- per-layer routing --
metal | up-vias | track usage, %
met1 | 2434 | 21.9
met5 | - | 0
met2 | 179 | 22.8
li1 | 2455 | -
met3 | 8 | 5.08
met4 | 0 | 1.91
-- power groups by stage --
stage	logic, uW	registers, uW	clock network, uW
CTS	357	1630	1540
global route	393	1640	1590
finish	348	1630	1480
-- flip-flops by register name (all words and copies together) (netlist names), 3 cells and up --
register,cells
bram_addra,15
bram_addrb,15
bram_dina,32
bram_dinb,32
col,7
fft_doppler_input,32
row,8
state,3
wr_counter,16
-- through the flow --
stage	setup slack, ns	hold slack (ns)	power [uW]	cell area [sq um]	std cells
after floorplan	0.124	0.423	1780	7160	558
after global placement	1.74	0.461	2020	9850	1088
after detailed placement	1.73	0.469	2020	9850	1088
after CTS	2.18	0.485	3530	10500	1120
after global routing	2.04	0.492	3630	10500	1120
final	2.20	0.479	3470	10500	1120
-- how the worst max path moves through the flow --
stage | from | to | slack [ns] | depth (start not counted)
CTS | fft_data_valid | bram_dinb[18] | 2.18 | 4
global route | fft_data_valid | bram_addrb[8] | 2.04 | 6
finish | fft_data_valid | col[2] | 2.20 | 5
-- cells by family (layout without fill, tap and decap cells) --
family / after synthesis / in the layout / synth area share [%]
buffers and inverters: 36 / 279 / 1.94
AND/OR/NAND/NOR: 138 / 138 / 9.23
multiplexers: 127 / 127 / 19.5
AND-OR/OR-AND: 71 / 71 / 5.98
XOR/XNOR: 15 / 15 / 1.84
flip-flops: 168 / 168 / 61.0
adder cells (fa/ha/maj): 3 / 3 / 0.525
-- layout make-up --
| type | count | area (sq um) | share of cell area [%] |
|---|---|---|---|
| clock buffers | 20 | 458 | 4.38 |
| clock inverters | 12 | 161 | 1.54 |
| inverters | 8 | 35.0 | 0.335 |
| multi-input cells | 354 | 2660 | 25.4 |
| flip-flops and latches | 168 | 4370 | 41.7 |
| well taps | 319 | 399 | 3.81 |
| repair buffers | 239 | 2380 | 22.8 |
Power is estimated from default activity; no workload was simulated.
