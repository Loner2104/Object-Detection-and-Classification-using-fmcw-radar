$ cat flow/config.mk
export PLATFORM = sky130hd
export DESIGN_NAME = axi_stream_adapter
export DESIGN_NICKNAME = axi_stream_adapter
export VERILOG_FILES = /design/flow/design.v
export SDC_FILE = /design/flow/constraint.sdc
export NUM_CORES = 4
export LEC_CHECK = 1
export CORE_AREA = 10 10 76 76
export DIE_AREA = 0 0 86 86
export SYNTH_HDL_FRONTEND = slang
$ cat flow/constraint.sdc
current_design axi_stream_adapter

set clk_period 1.5
set clk_io_pct 0.2

create_clock -name clk0 -period $clk_period [get_ports {clk}]

set non_clock_inputs [all_inputs -no_clocks]
set_input_delay [expr $clk_period * $clk_io_pct] -clock clk0 $non_clock_inputs
set_output_delay [expr $clk_period * $clk_io_pct] -clock clk0 [all_outputs]
$ cat flow/design.v
`timescale 1ns / 1ps
module axi_stream_adapter #(
    parameter FRAME_LENGTH = 128,
    parameter PIPELINE_LATENCY = 4
)(
    input  wire clk,
    input  wire rst,
    input  wire in_tvalid,   
    output reg  out_tvalid,  
    output reg  out_tlast    
);
    reg [7:0] valid_count = 0;
    reg [PIPELINE_LATENCY:0] valid_shift;
    always @(posedge clk or posedge rst) begin
        if (rst) begin
            valid_count   <= 0;
            valid_shift   <= 0;
            out_tvalid    <= 0;
            out_tlast     <= 0;
        end else begin
            valid_shift <= {valid_shift[PIPELINE_LATENCY-1:0], in_tvalid};
            out_tvalid <= valid_shift[PIPELINE_LATENCY-1];
            if (in_tvalid) begin
                valid_count <= valid_count + 1;
            end
            if (valid_count == FRAME_LENGTH) begin
                out_tlast <= 1;
                valid_count <= 0;   
            end else begin
                out_tlast <= 0;
            end
        end
    end
endmodule
$ cat flow/run.sh
#!/bin/bash
# OpenROAD 26Q1-2900-gdf79404cd8, Yosys 0.63+post, stock flow scripts
make -C /OpenROAD-flow-scripts/flow DESIGN_CONFIG=/design/flow/config.mk WORK_HOME=/design/flow/orfs finish
==> qor.csv <==
stage,metric,value,unit
clock_tree,clk sinks,14,
timing,Clock Skew,0.0008248,ns
synth,aoi share,0.02483,
routing,vias,344,
floorplanning,Die Span X,86,um
hold_path,Min-Delay Path Class,flop to flop,
clock_tree,clk buf depth,2,
synth,post-synthesis cell count from yosys,44,
critical_path,CP peak stage delay,0.47,ns
routing,vias per cell,3.340,
timing,final worst slack,0.1668,ns
timing,Max Freq,0.7501,GHz
critical_path,"Slowest-stage cell, CP",clkdlybuf4s50_1,
critical_path,arrival time of the worst setup path,1.03,ns
routing,remaining antenna violation count,0,
placed_design,routability cong.,0.8775,
timing,setup TNS,0,ns
critical_path,crit-path cells,clkdlybuf4s50_1,
placed_design,dpl ws,0.01203,ns
routing,post-route DRC violation count,0,
power,peak supply drop,0.0008149,V
critical_path,WS Path Type,flop to output port,
global_route,initial antenna violation count,0,
critical_path,Worst path top cell family by delay,buffers and inverters,
timing,Final Slew Violations,0,
clock_tree,clock buffer count from CTS,3,
synth,Main logic family,simple AND/OR/NAND/NOR gates,
synth,Synth Seq Share,0.6321,
global_route,largest net degree at the start of global routing,15,
global_route,vias in the first global route,319,
synth,Multiplexer share,0.01806,
job,Max-Cap Viols,0,
floorplanning,FP Rows,23,
synth,Synth Warn #,0,
job,tool warnings,26,
routing,routed len/inst,9.320,um
finish,share of layout cells above drive strength 1,0.1321,
timing,final period utilization,0.8888,
synth,xor+xnor area frac,0.09481,
synth,syn avg cell area,12.60,um^2
floorplanning,Core ar.,0.004115,mm^2
timing,fin crit period,1.333,ns
clock_tree,cts hold-fix bufs,0,
floorplanning,Starting Density,0.1347,
timing,worst-margin pin slew,0.5050,ns
timing,Final Hold Fails,0,
synth,Synth Cell Area,554.3,um^2
power,power per standard cell area,1697,mW/mm^2
clock_tree,Worst-path clk slew,0.06,ns
critical_path,CP max FO,1,
finish,Top cell excl fill/tap,dfrtp_1,
routing,total wire length,960,um
finish,most frequent cells in the layout,"dfrtp_1, inv_1, nor2_1, clkbuf_8, clkdlybuf4s50_1",
clock_tree,post-CTS sizing,0,
finish,area grow syn2layout,29.80,%
timing,setup violators final,0,
clock_tree,clock latency (worst-skew pair),0.24,ns
floorplanning,die height,86,um
global_route,grt ovf,0,
routing,Antenna Cells,0,
routing,DRT iter0 DRCs,23,
synth,Flops after synth,14,
critical_path,crit path DRT,1.20,ns
synth,Adder Area Share,0.04515,
placed_design,hpwl dp,652.3,um
global_route,Global Route Usage Sum,0.02647,
critical_path,crit start category,flop,
synth,synth unique cells,17,
synth,yosys stat chip area,554.3,um^2
placed_design,PortBufs,4,
floorplanning,IO Pins,5,
global_route,first-pass GRT wire length,1545,um
critical_path,"Buf+Inv Stages, Crit Path",1,
clock_tree,TritonCTS clock tree,built,
power,Leakage,0.3201,nW
critical_path,Crit. End Element,output port,
timing,RSZ-0062 raised after global routing,false,
clock_tree,Setup Buffers After CTS,0,
floorplanning,die footprint,0.007396,mm^2
timing,Slew headroom,0.6629,
clock_tree,depth of the CTS H-tree,1,
synth,post-synthesis cell count,44,
clock_tree,clock root buffer master,clkbuf_8,
routing,first-pass detailed-route iteration total,3,
synth,yosys simple share,0.1445,
run_status,outcome,"finished, final reports clean",
[registers in the layout, indices dropped and copies added, names as in the netlist]
| name | cells |
|---|---|
| out_tvalid | 1 |
| out_tlast | 1 |
| valid_shift | 4 |
| valid_count | 8 |
[layer usage]
| layer | GRT usage | routed length [um] | share of wire |
|---|---|---|---|
| met1 | 0.03947 | 483 | 0.50 |
| met2 | 0.02637 | 354 | 0.37 |
| met3 | 0.02002 | 103 | 0.11 |
| met4 | 0.008982 | 18 | 0.019 |
| met5 | 0 | 0 | 0 |
[cell families after synthesis]
logic type	count (synthesis)
adders and majority gates	2
AOI/OAI and AO/OA	2
DFF	14
muxes	1
and+or+nand+nor	14
buffers and inverters	5
xor gates and xnor gates	6
[synth_stat cells]
library cell	count	area share
dfrtp_1	14	0.63
or3_1	1	0.011
ha_1	2	0.045
xnor2_1	3	0.047
and4_1	1	0.016
nor2_1	4	0.027
nor4_1	1	0.011
inv_1	4	0.027
nand4_1	3	0.034
o21ai_0	1	0.0090
mux2i_1	1	0.018
a32oi_1	1	0.016
nor3_1	1	0.0090
nand2_1	2	0.014
xor2_1	3	0.047
buf_4	1	0.014
nand4_2	1	0.023
[stage by stage]
| step | hold slack (ns) | power, mW | util | std cells | area [um^2] |
|---|---|---|---|---|---|
| 6_report | 0.3468 | 1.221 | 0.1748 | 103 | 719.4 |
| 4_1_cts | 0.3478 | 1.226 | 0.1748 | 103 | 719.4 |
| 2_1_floorplan | 0.1892 | 0.7668 | - | 44 | 554.3 |
| 5_1_grt | 0.3520 | 1.318 | 0.1748 | 103 | 719.4 |
| 3_3_place_gp | 0.3329 | 0.8352 | 0.1614 | 99 | 664.4 |
| 3_5_place_dp | 0.3347 | 0.8425 | 0.1614 | 99 | 664.4 |
[power by group]
group / switching, mW / total, mW / internal, mW
Clock: 0.132 / 0.365 / 0.232
Combinational: 0.134 / 0.258 / 0.124
Sequential: 0.123 / 0.598 / 0.476
Total: 0.389 / 1.22 / 0.832
[area by class of cell]
cell class	count	area (um^2)
Multi-Input combinational cell	25	181.4
Inverter	4	15.01
Fill cell	446	3396
Tap cell	50	62.56
Clock buffer	4	55.05
Sequential cell	14	350.3
Timing Repair Buffer	6	55.05
[worst register-to-register path, stage by stage, from the launching register on]
cell     delay [ns]
dfrtp_1        0.42
nor4_1         0.35
and4_1         0.31
nor2_1         0.08
[final timing paths]
check	start	to	slack, ns	depth (start not counted)
setup reg to reg	valid_count[5]	valid_count[2]	0.23	3
min in group asynchronous	rst	out_tvalid	0.39	2
setup / recovery	out_tlast	out_tlast	0.17	1
hold reg to reg	valid_shift[3]	out_tvalid	0.35	0
max in group asynchronous	rst	valid_count[1]	0.78	2
hold / removal	valid_shift[3]	out_tvalid	0.35	0
Power is estimated from default activity; no workload was simulated.
